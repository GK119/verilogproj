<file path="./config.mk">
export PLATFORM = sky130hd
export DESIGN_NAME = behavioral_alu
export DESIGN_NICKNAME = behavioral_alu
export VERILOG_FILES = /design/flow/design.v
export SDC_FILE = /design/flow/constraint.sdc
export NUM_CORES = 4
export LEC_CHECK = 1
export CORE_AREA = 10 10 74 74
export DIE_AREA = 0 0 84 84
</file>
<file path="./constraint.sdc">
current_design behavioral_alu

set clk_period 3.3
set clk_io_pct 0.2

create_clock -name clk0 -period $clk_period

set non_clock_inputs [all_inputs -no_clocks]
set_input_delay [expr $clk_period * $clk_io_pct] -clock clk0 $non_clock_inputs
set_output_delay [expr $clk_period * $clk_io_pct] -clock clk0 [all_outputs]
</file>
<file path="./design.v">
`timescale 1ns / 1ps
module behavioral_alu(
    input [3:0] a,
    input [3:0] b,
    input [2:0] operation,
    output reg [3:0] result,
    output reg carry_out
);
    parameter ADD = 3'b000;
    parameter SUB = 3'b001;
    parameter AND = 3'b010;
    parameter OR  = 3'b011;
    parameter XOR = 3'b100;
    parameter NOT = 3'b101;
    parameter SHL = 3'b110;
    parameter SHR = 3'b111;
    always @(*) begin
        carry_out = 0;
        case(operation)
            ADD: {carry_out, result} = a + b;
            SUB: begin
             result = a - b;
           if (a < b)
                 carry_out = 1;
            else
                carry_out = 0;
            end
            AND: result = a & b;
            OR:  result = a | b;
            XOR: result = a ^ b;
            NOT: result = ~a;
            SHL: result = a << 1;
            SHR: result = a >> 1;
            default: result = 4'b0000;
        endcase
    end
endmodule
</file>
<file path="./run.sh">
#!/bin/bash
# OpenROAD 26Q1-2900-gdf79404cd8, Yosys 0.63+post, stock flow scripts
make -C /OpenROAD-flow-scripts/flow DESIGN_CONFIG=/design/flow/config.mk WORK_HOME=/design/flow/orfs finish
</file>
==> run notes <==
* Placed Cells incl. Taps: 159
* dpl cell area: 952 µm²
* final hold slack: 2.19 ns
* Chip Width: 84 µm
* Filler Cells Inserted: 442
* largest driver fanout on the critical path: 2
* worst hold path type: primary input to primary output
* combined area of all synthesized cells: 601 µm²
* final HPWL from detailed placement: 1.41 mm
* MUX area fraction: 14.2%
* initial drt markers: 14
* number of maximum-capacitance constraint violations: 0
* post-CTS repair timing setup buffer count: 0
* Non-Filler Cell Area, Final: 990 µm²
* total overflow reported by the global router: 0
* Pwr Density: 128 nW/µm²
* count of distinct cell types in the synthesized netlist: 30
* number of vias per cell after detailed routing: 4.01
* logic area: 569 µm²
* critical path endpoint category: primary output
* ratio of cells with drive above 1 in the final layout: 33.9%
* final weighted congestion of routability-driven global placement: 0.826
* cell at the slowest stage of the critical path: mux4_2
* result of the run: completed
* total detailed-routing wirelength: 1.64 mm
* synthesis warning total: 1
* Flops: 0
* critical path data required time: 2.64 ns
* Fin. Hold Viols: 0
* list of cells traversed by the critical path: clkdlybuf4s50_1 -> buf_4 -> fa_2 -> nand2_2 -> o21ai_2 -> xnor2_1 -> mux4_2 -> dlygate4sd2_1
* CP Data Arrival Time: 2.55 ns
* post-synthesis share of cell area spent on full adders, half adders and majority gates: 31.7%
* Cells after Synth: 76
* via count of the first global-routing pass: 621
* share of the clock period used by the worst path after layout: 97.2%
* Highest Clock Rate: 0.312 GHz
* post-cts hold buffer count: 0
* unrepaired setup endpoints after global routing: no
* antenna violation net count after detailed routing: 0
* Mean Syn Cell Area: 7.90 µm²
* Synth Area in Compound Gates: 21.7%
* count of buffers from port buffering: 16
* count of tool warnings: 40
* Final Setup Violations: 0
* area delta synth->final: 64.8%
* dominant kind of combinational cell: adder cells
* transition time at the pin with the least slew margin: 0.330 ns
* height of the die: 84 µm
* yosys cell count: 76
* starting density of the core: 15.1%
* CP startpoint kind: primary input
* average wire per standard cell: 10.3 µm
* clock tree buffer count of the final layout: 0
* worst setup timing slack at the placement stage: -0.434 ns
* boundary pin count: 16
* overall track demand over capacity in global routing: 4.35%
* parity-gate share of the synthesized area counting xor and xnor cells: 2.92%
* top area contributor share: 25.0%
* simple-gate share of the synthesized area: 17.3%
* number of standard cells in the layout, taps in and fillers out: 159
* number of iterations in the first detailed-routing pass: 4
* post-synthesis cell type with the largest combined area: ha_1
* number of antenna repair diodes: 0
* routed via count: 637
* setup slack after layout: 0.0909 ns
* chip area in the Yosys report: 601 µm²
* category of the critical setup timing path: primary input to primary output
* Flop area: 0 µm²
* number of rows created at floorplan: 23
* most frequent cells after synthesis: 12 x ha_1, 12 x inv_1, 7 x a21oi_1, 7 x nor2_1, 6 x nand2_1
* residual DRC count: 0
* Tmin final: 3.21 ns
* post-route setup TNS: 0 ns
* chip area: 7060 µm²
* first-pass GRT wire length: 2.70 mm
* maximum cell stage delay along the critical path: 0.44 ns
* cells taking the most area after synthesis: ha_1 25%, mux4_1 8.8%, inv_1 7.5%
* Post-synth seq share: 0%
* Max-Slew Margin vs Limit: 77.8%
* highest ir drop seen on vdd: 31.3 µV
* number of slew-limit violations in the final report: 0
* standby leakage power: 0.000463 µW
* Placeable Area: 3970 µm²
* initial antenna violation count: 0
* maximum number of pins on one net before global-route repair: 11
==> logic make-up (layout without fill, tap and decap cells) <==
kind of cell | Yosys count | in the layout
fa+ha+maj | 14 | 14
buf+inv | 16 | 49
simple gates | 21 | 21
mux | 4 | 4
xor+xnor | 2 | 2
compound gates | 19 | 19
==> metrics by stage <==
step / utilization (%) / total power, µW
floorplan: - / 62.1
global placement: 24.0 / 125
detailed placement: 24.0 / 124
CTS: 24.9 / 129
global route: 24.9 / 142
finish: 24.9 / 127
==> power breakdown <==
group	total, µW	switching [µW]	internal (µW)
Combinational	127	52.9	74.3
Clock	0	0	0
Sequential	0	0	0
Total	127	52.9	74.3
==> routing by layer <==
| metal | routed length (µm) | up-vias | GRT usage [%] |
|---|---|---|---|
| met5 | 0 | - | 0 |
| met4 | 0 | 0 | 0 |
| met3 | 92 | 0 | 0.886 |
| met2 | 770 | 11 | 7.53 |
| met1 | 777 | 294 | 5.72 |
| li1 | - | 332 | - |
==> repair_timing <==
item | CTS | global route
resized | 17 | 2
cloned | 0 | 0
pin swaps | 3 | 0
endpoints found under the setup margin | 4 | 1
==> critical path, delay by kind of cell <==
| family | cells | cell delay [ns] |
|---|---|---|
| fa+ha+maj | 1 | 0.36 |
| buf+inv | 3 | 0.83 |
| xor+xnor | 1 | 0.12 |
| simple gates | 1 | 0.08 |
| compound gates | 1 | 0.05 |
| mux | 1 | 0.44 |
==> layout make-up <==
class | count | area share, %
Multi-Input combinational cell | 60 | 57.5
Timing Repair Buffer | 37 | 31.6
Inverter | 12 | 4.55
Tap cell | 50 | 6.32
==> layout by cell type (no fill, tap or decap), drive strengths merged, types with 2 or more instances in the layout <==
master          n
buf            21
inv            12
ha             12
clkdlybuf4s50   9
a21oi           7
nor2            7
nand2           7
dlygate4sd2     6
o21ai           4
mux4            3
nor3            2
xnor2           2
fa              2
a211oi          2
==> worst paths after layout <==
| kind | from | to | slack (ns) | cells after the start |
|---|---|---|---|---|
| setup / recovery | b[1] | result[2] | 0.09 | 8 |
| hold / removal | a[0] | result[1] | 2.19 | 6 |
Power and IR drop assume default switching activity.
