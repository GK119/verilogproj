--- flow/run.sh ---
#!/bin/bash
# OpenROAD 26Q1-2900-gdf79404cd8, Yosys 0.63+post, stock flow scripts
make -C /OpenROAD-flow-scripts/flow DESIGN_CONFIG=/design/flow/config.mk WORK_HOME=/design/flow/orfs finish
--- flow/config.mk ---
export PLATFORM = sky130hd
export DESIGN_NAME = counter_4bit
export DESIGN_NICKNAME = counter_4bit
export VERILOG_FILES = /design/flow/design.v
export SDC_FILE = /design/flow/constraint.sdc
export NUM_CORES = 4
export LEC_CHECK = 1
export CORE_AREA = 10 10 70 70
export DIE_AREA = 0 0 80 80
--- flow/constraint.sdc ---
current_design counter_4bit

set clk_period 1.0
set clk_io_pct 0.2

create_clock -name clk0 -period $clk_period [get_ports {clk}]

set non_clock_inputs [all_inputs -no_clocks]
set_input_delay [expr $clk_period * $clk_io_pct] -clock clk0 $non_clock_inputs
set_output_delay [expr $clk_period * $clk_io_pct] -clock clk0 [all_outputs]
--- flow/design.v ---
`timescale 1ns / 1ps
module counter_4bit (
    input wire clk,        
    input wire reset,      
    output reg [3:0] count 
);
    always @(posedge clk or posedge reset) begin
        if (reset)
            count <= 4'b0000; 
        else if (count == 4'b1111) 
            count <= 4'b0000; 
        else
            count <= count + 1;
    end
endmodule
==> summary.txt <==
The run has ended; figures from its reports follow.

The maximum operating frequency came out at 956 MHz. The first global-routing pass estimated 779 microns of wire. The worst setup path is launched from a register.

The synthesized area per cell is ~14 sq um. The critical path's largest stage delay is approximately 380 ps. The critical path ends at count[1]. More flip-flops sit in one register than any other, and that register is count. The vias per cell is between 2 and 2.5. The flip-flop and latch count after synthesis came out at 4. In the Yosys report the total cell count is 11. The signal on the critical path passes through buf_4 -> buf_2. The synthesized netlist handed to floorplanning was reported with a cell count of 11. The worst setup path is captured at an output pin. In the global route stage, overall resource usage came out at 0.0172. At the worst endpoint, the arrival time is 850 ps. In the floorplan report the effective utilization is 0.0443. The total number of warnings across the stage logs is 27. Data on the critical path is required at its endpoint by approximately 800 ps. The start point of the critical path is count[1]. The chip area from the yosys synthesis statistics came out at between 150 and 200 sq um. The count of buffers inserted at the top-level ports is 5. Setup repair after global routing could not meet its margin everywhere.

The met1 track utilization from global routing came out at 0.0254. The cell with the biggest individual delay on the critical path is sky130_fd_sc_hd__dfrtp_1. After layout, the setup clock skew is reported as about 5 ps. The worst-path maximum fanout came out at 2.

The number of distinct standard cells referenced by the synthesized netlist is 6. The start of the worst register-to-register path is count[1]. The worst slew margin relative to its limit came out at 0.881. The routed length per placed instance came out at 7.38 microns. For reference, the most critical setup path is categorized as register to output pin. The utilization after layout is 0.102. Per the OpenROAD floorplan log, the area of the core is approximately 3400 sq um.

The count of H-tree levels built during CTS came out at 1. In the post-synthesis netlist, the biggest area contributors are sky130_fd_sc_hd__dfrtp_1, sky130_fd_sc_hd__a31oi_1, sky130_fd_sc_hd__ha_1. The CTS buffer count is 3. STA lists the endpoint of the worst register-to-register path as count[2]. Counting pins that exceed their max-slew limit in the final report gives 0. The post-cts hold-fix buffer tally came out at 0. The max-capacitance violation count is 0. The post-route antenna net violation count came out at 0. The transition time at the pin with the least slew margin is 177 ps. The congestion estimate from routability-driven global placement came to roughly 0.62. The final critical path time including I/O delays and setup came out at 1050 ps. The synthesis run shows the most used standard cells to be sky130_fd_sc_hd__dfrtp_1, sky130_fd_sc_hd__a31oi_1.

The ratio of cells with drive above 1 in the final layout is 0.607. The root cell of the clock tree is sky130_fd_sc_hd__clkbuf_4. Looking at the cell usage after synthesis, the top flip-flop cell is sky130_fd_sc_hd__dfrtp_1. The tally of filler cells in the layout came out at ~400. The met2 track utilization from global routing came out at 0.0193. Dividing the final minimum period by the clock period gives 1.05.

The height of the chip came out at approximately 80 microns. The met3 usage in global routing is 0.0114. The latest clock arrival within the worst-skew pair is 230 ps.

The number of hold-slack violations in the final timing report is 0. The worst ir drop on vdd came out at ~0.00061 V. The number of clock sinks came out at 4. Looking at the global route congestion table, the highest-usage layer is met1. The fraction of registers with async set or reset after synthesis is 1.00.

The flop-to-flop setup slack came out at -40 ps. The number of buffers and inverters on the critical path is 2. The clock edge transition at the registers on the reported setup and hold paths is around 40 ps. The final setup violation count is 3. The initial antenna violation count is 0. The overall die area came out at ~6400 sq um. The power per standard cell area is between 1000 and 1500 nW/um^2. Of all cell types, the one taking the most synthesized area is sky130_fd_sc_hd__dfrtp_1. Logic depth along the worst register-to-register path is recorded as 4. The number of iterations in the first detailed-routing pass came out at 1.

The run finished, with violations left. The number of flip-flops under the largest register name is 4. Per the OpenROAD floorplan log, the width of the die is ~80 microns. Hold timing on the final database bottoms out at a slack of 165 ps. The final antenna diode count is 0.

The post-synth design cell area is approximately 150 sq um. The checks that failed: setup timing. The final worst setup slack is -46.4 ps. The number of global-route vias before repair came to about 170. The worst hold path belongs to the class input pin to asynchronous set/reset pin. The total routed wirelength came out at about 550 microns. The critical path runs through a total of 2 cells.

Among all cell types in the netlist, the one instantiated most often is sky130_fd_sc_hd__dfrtp_1. The detailed router's first-iteration violation count is 0. Entering global routing, the biggest net connects 5 pins. Broken down by cell family, the worst path's largest delay share belongs to flip-flops. The proportion of synthesized chip area in sequential cells is 0.661.

The remaining global-route overflow is 0. The DRC violation total left in the routed layout is recorded as 0. The power after layout is 366 uW. The warning count from the yosys run is 1.

The number of cell rows is 21. The post-synth count of flops with an enable pin is 0. The number of buffers on the longest clock path came out at 2. The area added between synthesis and finish is 131%. The leakage component of the power is between 0.15 and 0.2 nW. The final route contains between 150 and 200 vias. The I/O pin total came out at 6. The portion of synthesized cell area occupied by the leading cell type is 0.661. The registers reported with the highest flop counts are count (4). The TritonCTS clock tree is yes.
cell families (layout without fill, tap and decap cells):
group                    after synthesis  count (layout)  share of synthesized area
flip-flops                             4               4                      0.661
XOR/XNOR                               1               1                     0.0579
adder cells (fa/ha/maj)                1               1                     0.0826
buffers and inverters                  1              18                     0.0248
AND-OR/OR-AND                          4               4                      0.174
report_power, final:
| part | internal (mW) | switching (mW) |
|---|---|---|
| Combinational | 0.00368 | 0.00355 |
| Sequential | 0.163 | 0 |
| Clock | 0.134 | 0.0616 |
| Total | 0.300 | 0.0651 |
worst min-delay path by stage:
stage	slack (ps)	to	cells past startpoint
after CTS	170	count[3]	2
after global routing	170	count[3]	2
final	160	count[0]	2
layer usage:
| layer | part of all wire | vias up | wire [microns] |
|---|---|---|---|
| met5 | 0 | - | 0 |
| met4 | 0 | 0 | 0 |
| met3 | 0.066 | 0 | 36 |
| met2 | 0.37 | 8 | 202 |
| met1 | 0.56 | 72 | 306 |
| li1 | - | 76 | - |
layout by cell type, fill, tap and decap left out:
master / count
sky130_fd_sc_hd__a21o_1: 1
sky130_fd_sc_hd__a31oi_1: 3
sky130_fd_sc_hd__buf_2: 2
sky130_fd_sc_hd__buf_4: 7
sky130_fd_sc_hd__buf_6: 2
sky130_fd_sc_hd__clkbuf_2: 2
sky130_fd_sc_hd__clkbuf_4: 3
sky130_fd_sc_hd__clkdlybuf4s50_1: 1
sky130_fd_sc_hd__dfrtp_1: 4
sky130_fd_sc_hd__ha_4: 1
sky130_fd_sc_hd__inv_1: 1
sky130_fd_sc_hd__xor2_1: 1
what timing repair did:
action                                  in CTS  in global routing
gates cloned                                 0                  0
resized                                     14                  3
pin swaps                                    1                  3
hold endpoints to repair                     0                  0
endpoints found under the setup margin       5                  3
setup buffers                                4                  2
area by class of cell:
class / instances / area (sq um) / area share
inverters: 1 / 3.75 / 0.0108
well taps: 46 / 57.6 / 0.165
multi-input cells: 6 / 60.1 / 0.172
repair buffers: 14 / 105 / 0.301
flip-flops and latches: 4 / 100 / 0.287
clock buffers: 3 / 22.5 / 0.0645
per-stage QoR:
stage	instance area [sq um]	setup TNS, ps	instances	worst slack, ps
after global routing	349	-256	74	-82.1
after CTS	340	-24.0	72	-15.7
after floorplan	151	0	11	18.7
after detailed placement	282	-217	65	-85.1
after global placement	282	-148	65	-72.9
final	349	-111	74	-46.4
Power figures rest on the tool's default switching activity, not on a simulated workload.
